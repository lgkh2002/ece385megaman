==> /design/flow/run.sh <==
#!/bin/bash
# OpenROAD 26Q1-2900-gdf79404cd8, Yosys 0.63+post, stock flow scripts
make -C /OpenROAD-flow-scripts/flow DESIGN_CONFIG=/design/flow/config.mk WORK_HOME=/design/flow/orfs finish
==> /design/flow/config.mk <==
export PLATFORM = sky130hd
export DESIGN_NAME = aimer
export DESIGN_NICKNAME = aimer
export VERILOG_FILES = /design/flow/design.v
export SDC_FILE = /design/flow/constraint.sdc
export NUM_CORES = 4
export LEC_CHECK = 1
export CORE_AREA = 10 10 80 80
export DIE_AREA = 0 0 90 90
==> /design/flow/constraint.sdc <==
current_design aimer

set clk_period 9.8
set clk_io_pct 0.2

create_clock -name clk0 -period $clk_period

set non_clock_inputs [all_inputs -no_clocks]
set_input_delay [expr $clk_period * $clk_io_pct] -clock clk0 $non_clock_inputs
set_output_delay [expr $clk_period * $clk_io_pct] -clock clk0 [all_outputs]
==> /design/flow/design.v <==
module aimer(input [9:0] charX, charY, metalmanX, metalmanY, output logic [9:0]xvel, yvel);
	logic[9:0] xdiff;
	logic [9:0] ydiff;
	logic [9:0] xint;
	logic[9:0] yint;
	logic [9:0] totalspeed;
	always_comb
		begin
			ydiff=charY-metalmanY;
			if(charX>metalmanX)
				xdiff=charX-metalmanX;
			else
				xdiff=metalmanX-charX;
			xint[4:0]=xdiff[9:5];
			yint[4:0]=ydiff[9:5];
			totalspeed=xint*xint+yint*yint;
			if(totalspeed<25)
			begin
				yvel=yint+2;
					if(charX>metalmanX)
						xvel=xint+2;
					else
						xvel=-xint-2;
			end
			else
			begin
				yvel=yint;
				if(charX>metalmanX)
					xvel=xint;
				else
					xvel=-xint;
			end
	end
endmodule
==> qor.yml <==
routing:
  via_per_inst: 4.55
  wl_per_cell_um: 11.5
  first_iter_violations: 63
  route.vias.total: 1391
  routed_wl_um: 3510
  ant_nets: 0
  insertedDiodeCount: 0
  drc: 0
  dr.pass1.iters: 4
sta:
  period_needed_ns: 7.81
  fmax_mhz: 128
  slew_headroom: 0.604
  setup_ws_ns: 1.99
  finalCritPeriodShare: 0.796
  fin_hold_ws_ns: 5.00
  rsz0062_at_grt: "no"
  worst_pin_slew_ns: 0.593
  setup-tns-final_ns: 0
  hold_viol_final: 0
  slew_viol_final: 0
  setup_viol: 0
logic_synthesis:
  yosysCellCount: 193
  synth_area_leader_cell: "ha_1"
  yosys_area_um2: 1440
  ys_types: 46
  synth_top_area_share: 0.270
  yosysSeqAreaShare: 0
  top_cell: "inv_1"
  synth.cell_area_um2: 1440
  syn_inst: 193
  yosys_warnings: 11
  common_cells: "inv_1, ha_1, xnor2_1"
  topCellsByArea: "ha_1, xnor2_1, inv_1"
  synth.avg_cell_area_um2: 7.46
final_layout:
  nClkBuffers: 0
  seq_area_um2: 0
  seq_cells: 0
  fin_util: 0.414
  final_cells: 306
  final_cell_area_um2: 1950
  drive_gt1_frac: 0.0460
  syn2layout_area_growth_pct: 35.8
  nFillCells: 482
min_path:
  hold_path.class: "input port to output pin"
placed_design:
  dpl_cell_area_um2: 1950
  preCtsSetupSlack_ns: 1.95
  port_buffers: 52
  gp_congestion: 0.812
  dp_hpwl_um: 3190
  place_inst: 306
floorplan:
  ios: 60
  initCoreUtil: 0.305
  die_h_um: 90
  rows: 25
  fp.dieW_um: 90
  chip_area_um2: 8100
  fp.coreArea_um2: 4720
grt:
  antenna_found_initial: 0
  grt_pass1_vias: 1270
  grt_max_degree: 17
  track_usage: 0.0834
  grt_pass1_wl_um: 5990
  grt_overflow: 0
pwr:
  p_leak_nw: 0.948
  vdd_drop_max_uv: 24.0
  cellPowerDensity_nw_per_um2: 78.0
  p_total_mw: 0.152
cts:
  ctsResizeCount: 0
  ctsHoldBuffers: 0
  postCtsSetupBuffers: 0
critical_path:
  worstSetupPathType: "input port to output pin"
  cp_max_fo: 16
  critPathRequiredTime_ns: 7.84
  cp-end-kind: "output pin"
  critPathLaunchType: "input port"
  arrival_ns: 5.85
run:
  drv_cap: 0
  openroad.warnings: 42
status:
  run_status: "completed"
==> cells by family after synthesis <==
logic type | Yosys count | share of synthesized area
AOI/OAI and AO/OA | 55 | 0.274
xor gates and xnor gates | 22 | 0.134
adders and majority gates | 31 | 0.270
buffers and inverters | 47 | 0.169
muxes | 3 | 0.0217
other | 1 | 0.00261
and+or+nand+nor | 34 | 0.130
==> metal layers <==
metal | global-route usage | wire, µm | vias up
li1 | - | - | 751
met1 | 0.119 | 1670 | 601
met2 | 0.138 | 1650 | 37
met3 | 0.00754 | 167 | 2
met4 | 0.00531 | 21 | 0
met5 | 0 | 0 | -
==> final cells by class <==
class              instances  area [µm²]  share of cell area
repair buffers            52         520               0.266
multi-input cells        153        1220               0.625
inverters                 34         128              0.0653
well taps                 67        83.8              0.0429
==> power breakdown <==
group	total, mW	internal (mW)	switching, mW
clock network	0	0	0
logic	0.152	0.0888	0.0637
registers	0	0	0
total	0.152	0.0888	0.0637
==> path summary, 6_finish.rpt <==
path | start | end | slack (ns) | depth (start not counted)
worst min-delay path | metalmanY[5] | yvel[0] | 5.00 | 5
worst max-delay path | charX[2] | xvel[4] | 1.99 | 16
==> cell usage in the layout (no fill, tap or decap), types with 2 or more instances in the layout <==
master / count
a211o_2: 2
a21o_1: 7
nand2_1: 7
o31ai_1: 2
a211oi_1: 2
xnor2_1: 15
nor3_1: 2
a21oi_1: 11
a31oi_1: 3
mux2i_1: 2
o211ai_1: 5
nor2_1: 9
inv_1: 34
nand4_1: 3
xor2_1: 7
nand3_1: 3
nand2b_1: 2
clkdlybuf4s50_1: 52
o21ai_0: 8
a32oi_1: 2
o21ai_1: 2
conb_1: 8
ha_1: 31
==> worst max-delay path, cell delays in order <==
cell	delay (ns)
clkdlybuf4s50_1	0.48
inv_1	0.05
ha_1	0.34
a21o_1	0.19
a31oi_1	0.33
a21oi_1	0.17
o31ai_4	0.56
o21ai_0	0.17
o21ai_0	0.13
xnor2_1	0.20
ha_1	0.24
nand4_1	0.10
xnor2_1	0.15
mux2i_1	0.16
xnor2_1	0.13
clkdlybuf4s50_1	0.50
Power is estimated from default activity; no workload was simulated.
